**flow/run.sh**
```bash
#!/bin/bash
# OpenROAD 26Q1-2900-gdf79404cd8, Yosys 0.63+post, stock flow scripts
make -C /OpenROAD-flow-scripts/flow DESIGN_CONFIG=/design/flow/config.mk WORK_HOME=/design/flow/orfs finish
```
**flow/config.mk**
```make
export PLATFORM = sky130hd
export DESIGN_NAME = button_controller
export DESIGN_NICKNAME = button_controller
export VERILOG_FILES = /design/flow/design.v
export SDC_FILE = /design/flow/constraint.sdc
export NUM_CORES = 4
export LEC_CHECK = 1
export CORE_UTILIZATION = 30
```
**flow/constraint.sdc**
```tcl
current_design button_controller

set clk_period 2.4
set clk_io_pct 0.2

create_clock -name clk0 -period $clk_period [get_ports {mclk}]

set non_clock_inputs [all_inputs -no_clocks]
set_input_delay [expr $clk_period * $clk_io_pct] -clock clk0 $non_clock_inputs
set_output_delay [expr $clk_period * $clk_io_pct] -clock clk0 [all_outputs]
```
**flow/design.v**
```verilog
module button_sampler #(parameter SFREQ_KHZ = 1) (
    input wire mclk, input wire rst,
    input wire pSetButton, input wire pAlarmButton, input wire pTimerToggle0, input wire pTimerToggle1,
    input wire pButton0, input wire pButton1, input wire pButton2,
    output reg[6:0] sbutton
);
    reg[31:0] counter;
    always @ (posedge mclk) begin
        if(rst) begin
            counter <= 0;
            sbutton <= 0;
        end
        else if(counter >= SFREQ_KHZ) begin
            counter <= 0;
            sbutton <= { pButton0, pButton1, pButton2, pSetButton, pAlarmButton, pTimerToggle0, pTimerToggle1 };
        end
        else counter <= counter + 1;
    end
endmodule
module button_controller #(parameter MFREQ_KHZ = 1) (
    input wire mclk, input wire rst,
    input wire pSetButton, input wire pAlarmButton, input wire pTimerToggle0, input wire pTimerToggle1, 
    input wire pButton0, input wire pButton1, input wire pButton2,
    output reg[1:0] clk_mode, output reg[1:0] timer_mode, output reg[5:0] vButton
);
    wire sButton0;
    wire sButton1;
    wire sButton2;
    wire sSetButton;
    wire sAlarmButton;
    wire sTimerToggle0;
    wire sTimerToggle1;
    reg lsButton0;
    reg lsButton1;
    reg lsButton2;
    reg lsSetButton;
    reg lsAlarmButton;
    reg lsTimerToggle0;
    reg lsTimerToggle1;
    button_sampler #(MFREQ_KHZ*5) bsampler( 
        .mclk(mclk), .rst(rst), 
        .pSetButton(pSetButton), .pAlarmButton(pAlarmButton), 
        .pButton0(pButton0), .pButton1(pButton1), .pButton2(pButton2),
        .pTimerToggle0(pTimerToggle0), .pTimerToggle1(pTimerToggle1), 
        .sbutton({ sButton0, sButton1, sButton2, sSetButton, sAlarmButton, sTimerToggle0, sTimerToggle1 })
    );
    always @ (posedge mclk) begin
        if(sButton0 && !lsButton0) begin
            lsButton0 <= 1;
            if(clk_mode == 0 && timer_mode == 0) vButton[3] <= ~vButton[3];
            vButton[0] <= 1;
        end
        else if(!sButton0 && lsButton0) begin
            lsButton0 <= 0;
            vButton[0] <= 0;
        end
        else vButton[0] <= 0;
        if(sButton1 && !lsButton1) begin
            lsButton1 <= 1;
            if(clk_mode == 0 && timer_mode == 0) vButton[4] <= ~vButton[4];
            vButton[1] <= 1;
        end
        else if(!sButton1 && lsButton1) begin
            lsButton1 <= 0;
            vButton[1] <= 0;
        end
        else vButton[1] <= 0;
        if(sButton2 && !lsButton2) begin
            lsButton2 <= 1;
            if(clk_mode == 0 && timer_mode == 0) vButton[5] <= ~vButton[5];
            vButton[2] <= 1;
        end
        else if(!sButton2 && lsButton2) begin
            lsButton2 <= 0;
            vButton[2] <= 0;
        end
        else vButton[2] <= 0;
        if(sTimerToggle0 && !lsTimerToggle0) begin
            lsTimerToggle0 <= 1;
            if(timer_mode == 0 && clk_mode == 0) timer_mode <= 1;
            if(timer_mode == 1 && clk_mode == 0) timer_mode <= 0;
        end
        else if(!sTimerToggle0 && lsTimerToggle0) begin
            lsTimerToggle0 <= 0;
        end
        if(sTimerToggle1 && !lsTimerToggle1) begin
            lsTimerToggle1 <= 1;
            if(timer_mode == 0 && clk_mode == 0) timer_mode <= 2;
            if(timer_mode == 2 && clk_mode == 0) timer_mode <= 0;
        end
        else if(!sTimerToggle1 && lsTimerToggle1) begin
            lsTimerToggle1 <= 0;
        end
        if(sSetButton && !lsSetButton) begin
            lsSetButton <= 1;
            if(clk_mode == 0 && timer_mode == 0) clk_mode <= 1;
            else if(clk_mode == 1 && timer_mode == 0) clk_mode <= 3;
            else if(clk_mode == 3 && timer_mode == 0) clk_mode <= 0;
        end
        else if(!sSetButton && lsSetButton) begin
            lsSetButton <= 0;
        end
        if(sAlarmButton && !lsAlarmButton) begin
            lsAlarmButton <= 1;
            if(clk_mode == 0 && timer_mode == 0) clk_mode <= 2;
            if(clk_mode == 2 && timer_mode == 0) clk_mode <= 0;
        end
        else if(!sAlarmButton && lsAlarmButton) begin
            lsAlarmButton <= 0;
        end
    end
endmodule
```
==> reports/qor.yml <==
clock_network:
  holdBufCountCts: 0
  cts_buffers: 5
  cts_resized: 0
  cts_num_sinks: 56
  path_clk_slew_ns: 0.09
  post_cts_buffers: 0
  clockBufferDepth: 2
  clkLatencyLatePin_ns: 0.30
  cts_tree: "done"
  cts_root_buf: "clkbuf_8"
  h-tree-depth: 2
global_route:
  overflow: 0
  antenna_found_initial: 0
  grtUsageTotal_pct: 8.26
  grt_pass1_wl_um: 3790
  grt_pass1_vias: 865
  grt_max_degree: 19
power_and_ir_drop:
  p_int_mw: 1.36
  seqPwrFrac_pct: 61.6
  switching_share_pct: 22.3
  power_density_nw_per_um2: 814
  power_frac_clock_pct: 28.8
  vdd_drop_max_v: 0.000374
  p_leak_nw: 0.855
  power.switching_mw: 0.392
  p_comb_share_pct: 9.6
yosys:
  ys_cells: 137
  synth.most_common_cell: "dfxtp_1"
  edf_count: 3
  synth_top_flop_cell: "dfxtp_1"
  top_area_share_pct: 61.4
  synthArstFlopShare_pct: 0
  synth.largest_area_cell: "dfxtp_1"
  ys.flops: 56
  synth.cell_area_um2: 1730
  ys_types: 28
  common_cells: "dfxtp_1, nand2b_1, clkbuf_1, inv_1, mux2i_1"
  seq_area_frac_synth_pct: 66.7
  yosys_warnings: 2
  netlist_instances: 137
  avgSynthCellArea_um2: 12.6
  yosys_area_um2: 1730
  area_leaders: "dfxtp_1, edfxtp_1, nand2b_1"
setup_path:
  slowest_delay_ns: 0.50
  worstSetupStartpointType: "flip-flop"
  endpoint_kind: "output port"
  cpLargestDelayFamily: "buffers and inverters"
  crit_arrival_ns: 1.26
  path_class: "flip-flop to output port"
  cp_max_fo: 6
  crit_buf_inv: 1
  crit_required_ns: 1.92
  crit_slowest_cell: "clkdlybuf4s50_1"
  crit_chain: "clkdlybuf4s50_1"
routing:
  drc: 0
  wire_per_inst_um: 8.27
  vias_per_cell: 3.55
  antennaDiodeCount: 0
  ant_nets: 0
  wl_um: 2100
  num_vias: 902
  drt_first_pass_iters: 3
  initialDrtViolationCount: 31
floorplan:
  num_rows: 27
  ios: 19
  floorplan.die.height_um: 77.9
  fp.coreArea_um2: 5540
  chip_area_um2: 6060
  fp_util_pct: 31.2
  die_w_um: 77.9
final_timing:
  tns_ns: 0
  post-route-period-util_pct: 72.3
  min_period_ns: 1.74
  setup-violations-final: 0
  tightest_slew_ns: 0.556
  rsz0062_at_grt: "no"
  setup_slack_ns: 0.664
  fmax_mhz: 576
  drv_slew: 0
  fin_worst_skew_ns: 0.00510
  max_slew_margin_pct: 62.8
  hold_viol_final: 0
placed_design:
  hpwlAfterDp_um: 1400
  pre_cts_slack_ns: 0.701
  gp_congestion: 0.685
  io_buffers: 18
  dpl_cell_area_um2: 2060
  dp_cells: 246
outcome:
  status: "finished, final reports clean"
layout:
  final_cell_area_um2: 2160
  utilization_pct: 38.9
  synthToLayoutAreaGrowth_pct: 24.9
  drive_above_1_share_pct: 11.0
  fillers: 545
  instances_no_fill: 254
min_path:
  hold_class: "flip-flop to flip-flop"
run:
  warnings: 27
  maxCapViolCount: 0
## flip-flops by register name (all words and copies together) (netlist names)
signal / cells
lsTimerToggle0: 1
lsButton2: 1
bsampler.sbutton: 7
lsButton0: 1
bsampler.counter: 32
vButton: 6
lsTimerToggle1: 1
lsAlarmButton: 1
timer_mode: 2
clk_mode: 2
lsButton1: 1
lsSetButton: 1
## path summary, 6_finish.rpt
check	from	end	slack (ns)	cells after the start
max	timer_mode[1]$_DFF_P_	timer_mode[1]	0.66	1
min	bsampler.sbutton[2]$_SDFFE_PP0P_	lsAlarmButton$_SDFFE_PP1P_	0.37	0
max reg2reg	bsampler.counter[0]$_SDFF_PP0_	bsampler.counter[1]$_SDFF_PP0_	0.91	6
min reg2reg	bsampler.sbutton[2]$_SDFFE_PP0P_	lsAlarmButton$_SDFFE_PP1P_	0.37	0
## cells in the final DEF, fill, tap and decap left out, drive strengths merged, types with 3 or more instances in the layout
master and instances:
a21oi 4, dfxtp 53, clkdlybuf4s50 18, nor3b 3, mux2i 7, and3 3
conb 28, nand2b 14, ha 3, inv 7, nor4 6, nor2 5
clkbuf 6, nor2b 3, edfxtp 3
## layout make-up
| type | instances | area [um2] | share of cell area (%) |
|---|---|---|---|
| sequential | 56 | 1150 | 53.4 |
| inverter | 7 | 26.3 | 1.22 |
| clock inverter | 2 | 10.0 | 0.464 |
| timing repair buffer | 19 | 188 | 8.70 |
| clock buffer | 6 | 82.6 | 3.83 |
| tap | 72 | 90.1 | 4.18 |
| multi-input combinational | 92 | 609 | 28.2 |
## layer usage
metal | vias up | track usage (%) | share of wire, %
li1 | 508 | - | -
met1 | 372 | 11.3 | 52
met2 | 18 | 12.6 | 40
met3 | 4 | 3.58 | 5.4
met4 | 0 | 1.32 | 1.6
met5 | - | 0 | 0
## cells by family (layout without fill, tap and decap cells)
logic type,Yosys count,after routing,share of synthesized area [%]
other cells,1,28,0.217
mux,8,8,4.71
xor+xnor,4,4,2.03
flops,56,56,66.7
buf+inv,16,34,3.91
simple gates,44,44,18.7
fa+ha+maj,3,3,2.17
compound gates,5,5,1.59
## stage by stage
stage	total power, mW	hold WS, ns
2_1_floorplan	1.16	0.375
3_3_place_gp	1.28	0.362
3_5_place_dp	1.28	0.359
4_1_cts	1.78	0.372
5_1_grt	1.87	0.382
6_report	1.76	0.372
## power by group through the flow
stage / Combinational, mW / Sequential [mW] / Clock, mW
4_1_cts: 0.174 / 1.08 / 0.525
5_1_grt: 0.203 / 1.10 / 0.574
6_report: 0.169 / 1.08 / 0.506
Power figures rest on the tool's default switching activity, not on a simulated workload.
